`design.v`:
```
`timescale 1ns/1ps
module debouncer
  (
   input clk,
   input rst_l,
   input btn,
   output reg btn_db
   );
   reg [1:0]  state;
   reg              clear;
   wire       t;  
   localparam WAIT    = 0;
   localparam PRESS   = 1;
   localparam RELEASE = 2;
   tcounter T1
     (
      .clk(clk),
      .rst_l(rst_l),
      .clear(clear),
      .done(t)
      );
   initial begin
      state  = WAIT;
      clear  = 1;
      btn_db = 0;      
   end
   always @(posedge clk, negedge rst_l) begin
      if (!rst_l) begin
        state  <= WAIT;
        clear  <= 1;
        btn_db <= 0;        
      end
      else begin
        case (state)
          WAIT:
            begin
              btn_db <= 0;
              if (btn) begin
                 state <= PRESS;   
                 clear <= 0;       
              end
              else
                clear <= 1;              
            end
          PRESS:
            begin
	       if(!btn & !t) begin
		  clear <= 1;
		  state <= WAIT;
	       end
	       else if(!btn & t) begin
		  clear <= 1;
		  btn_db <= 1;
		  state <= RELEASE;
	       end
	       else if(btn) begin
		  clear <= 0;
	       end
            end
          RELEASE:
            begin
	       if(t & !clear) begin
		  btn_db <= 0;
		  state <= WAIT;
	       end
	       else if(!t | clear) begin
		  btn_db <= 0;
		  clear <= 0;
	       end
            end
          default:
            begin
               btn_db <= 0;
              clear  <= 1;
              state  <= WAIT;
            end
        endcase
      end
   end
endmodule  
module sev_seg_display (
        input clk,
        input [7:0] data_in,
        output reg [6:0] seg,
        output reg [3:0] an
);
    reg [15:0] clk_div;  
    reg [1:0] clk_count;
    reg  cw, ccw, arm_up, arm_down, load_line_up, load_line_down;
    reg [1:0] speed;
    always @(posedge clk) begin
        clk_div <= clk_div + 1;
        if (clk_div == 16'd50000) begin  
            clk_div <= 0;
            clk_count <= clk_count + 1;
        end
    end
    always @(posedge clk) begin
        load_line_down <= data_in[0];
        load_line_up <= data_in[1];
        arm_down <= data_in[2];
        arm_up <= data_in[3];
        ccw <= data_in[4];
        cw <= data_in[5];
        speed[0] <= data_in[6];
        speed[1] <= data_in[7];
    end
    always @(posedge clk) begin
        seg <= 7'b1111111;
        an <= 4'b1111;
        case (clk_count)
            2'b00: begin  
                an <= 4'b1110;
                if (load_line_down) begin
		   seg <= 7'b0100011;  
		end else if (load_line_up) begin
		   seg <= 7'b0011100;  
		end else begin
		   seg <= 7'b0111111;
		end
            end
            2'b01: begin
	       an <= 4'b1101;
                if (arm_down) begin
		   seg <= 7'b0100011;  
		end else if (arm_up) begin
		   seg <= 7'b0011100;  
		end else begin
		   seg <= 7'b0111111;
		end
	    end
            2'b10: begin  
                an <= 4'b1011;
                if (cw)   seg <= 7'b0101111;  
                if (ccw)  seg <= 7'b1000111;  
            end
            2'b11: begin  
                an <= 4'b0111;
                case (speed)
                    2'b00: seg <= 7'b1111001;  
                    2'b01: seg <= 7'b0100100;  
                    2'b10: seg <= 7'b0110000;  
                    2'b11: seg <= 7'b0011001;  
                endcase
            end
        endcase
    end
endmodule
`timescale 1ns/1ps
module tcounter
  #(
    parameter N=100
    )
   (
    input      clk,
    input      rst_l,
    input      clear,
    output reg done
    );
   integer     clk_count;
   initial begin
      clk_count = 0;
      done      = 0;      
   end
   always @(posedge clk, negedge rst_l) begin
      if (!rst_l) begin
	 done      <= 0;
	 clk_count <= 0;	 
      end
      else begin
	 if (clear) begin	    
	    clk_count <= 0;
	    done      <= 0;
	 end
	 else if (clk_count == N) 
	    done <= 1;
	 else 
	    clk_count <= clk_count + 1;	   	 
      end
   end
endmodule  
`timescale 1ns/1ps
`timescale 1ns/1ps
module top (
	input  btn_up,
	input  btn_dn,
	input  clk,
	input  rst,
	input  cw,
	input  ccw,
	input  arm_up,
	input  arm_down,
	input  load_line_up,
	input  load_line_down,
	output wire [7:0] uart_data,
	output wire tx,  
	output wire [6:0] seg,
	output wire [3:0] an
);
    reg [1:0] speed;   
    wire speed_up, speed_dn;   
    debouncer db_up (
        .clk(clk),
        .rst_l(~rst),   
        .btn(btn_up),
        .btn_db(speed_up)
    );
    debouncer db_down (
        .clk(clk),
        .rst_l(~rst),
        .btn(btn_dn),
        .btn_db(speed_dn)
    );
    always @(posedge clk or posedge rst) begin
        if (rst)
            speed <= 2'b00;   
        else begin
            if (speed_up && speed < 2'b11)   
                speed <= speed + 1;
            if (speed_dn && speed > 2'b00)   
                speed <= speed - 1;
        end
    end
    transmit tx_module (
        .cw(cw),
        .ccw(ccw),
        .arm_up(arm_up),
        .arm_down(arm_down),
        .load_line_up(load_line_up),
        .load_line_down(load_line_down),
        .speed(speed),   
        .uart_send_byte(uart_data)
    );
    uart_tx uart_module (
		.clk(clk),
		.rst(rst),
		.data_in(uart_data),
		.tx(tx)		
    );
   sev_seg_display display (
			    .clk(clk),
			    .data_in(uart_data),
			    .seg(seg),
			    .an(an)
			    );
endmodule
`timescale 1ns/1ps
module transmit(
    input cw,
    input ccw,
    input arm_up,
    input arm_down,
    input load_line_up,
    input load_line_down,
    input [1:0] speed,
    output reg [7:0] uart_send_byte
);
    reg valid_cw, valid_ccw;
    reg valid_arm_up, valid_arm_down;
    reg valid_load_line_up, valid_load_line_down;
    always @(*) begin
        uart_send_byte = 8'd0;
        valid_cw = cw & ~ccw;
        valid_ccw = ccw & ~cw;
        valid_arm_up = arm_up & ~arm_down;
        valid_arm_down = arm_down & ~arm_up;
        valid_load_line_up = load_line_up & ~load_line_down;
        valid_load_line_down = load_line_down & ~load_line_up;
        uart_send_byte = {speed, valid_cw, valid_ccw, valid_arm_up, valid_arm_down, valid_load_line_up, valid_load_line_down};
    end
endmodule
`timescale 1ns/1ps
module uart_tx (
    input clk,             
    input rst,             
    input [7:0] data_in,   
    output reg tx          
);
    parameter BAUD_RATE = 9600;
    parameter CLOCK_FREQ = 100000000;  
    localparam BIT_PERIOD = CLOCK_FREQ / BAUD_RATE;  
    reg [9:0] data;                 
    reg [3:0] bit_index;            
    reg [19:0] clk_counter;         
    reg [7:0] last_data;            
	reg [3:0] state;
    always @(posedge clk or posedge rst) begin
        if (rst) begin
            state <= 0;
            tx <= 1;   
            bit_index <= 0;
            clk_counter <= 0;
            last_data <= 8'b0;
        end else begin
            case (state)
                0: begin
                    tx <= 1;  
                    if (data_in != last_data) begin
                        last_data <= data_in;
                        state <= 1;
                    end
                end
                1: begin
                    data <= {1'b1, data_in, 1'b0};  
                    bit_index <= 0;
                    clk_counter <= BIT_PERIOD + 1;
                    state <= 2;
                end
                2: begin
                    if (clk_counter < BIT_PERIOD) begin
                        clk_counter <= clk_counter + 1;
                    end else begin
                        clk_counter <= 0;
                        tx <= data[bit_index];  
		        bit_index <= bit_index + 1;
                        if (bit_index == 10) begin
                            state <= 3;
                        end
                    end
                end
                3: begin
                    tx <= 1;  
                    state <= 0;
		   bit_index <= 0;
                end
            endcase
        end
    end
endmodule
```
`run.sh`:
```
#!/bin/bash
# OpenROAD 26Q1-2900-gdf79404cd8, Yosys 0.63+post, stock flow scripts
make -C /OpenROAD-flow-scripts/flow DESIGN_CONFIG=/design/flow/config.mk WORK_HOME=/design/flow/orfs finish
```
`config.mk`:
```
export PLATFORM = sky130hd
export DESIGN_NAME = top
export DESIGN_NICKNAME = top
export VERILOG_FILES = /design/flow/design.v
export SDC_FILE = /design/flow/constraint.sdc
export NUM_CORES = 4
export LEC_CHECK = 1
export CORE_UTILIZATION = 30
```
`constraint.sdc`:
```
current_design top

set clk_period 4.7
set clk_io_pct 0.2

create_clock -name clk0 -period $clk_period [get_ports {clk}]

set non_clock_inputs [all_inputs -no_clocks]
set_input_delay [expr $clk_period * $clk_io_pct] -clock clk0 $non_clock_inputs
set_output_delay [expr $clk_period * $clk_io_pct] -clock clk0 [all_outputs]
```
==> flow_summary.ini <==
; implementation run metrics
[synth]
top_area_share_pct = 36.1
postSynth.asyncResetShare_pct = 71.5
yosysMostFrequentCell = dfrtp_1
netlist_top_cells_area = dfrtp_1, dfxtp_1, nor2_1
synth-edff-count = 10
ff_type = dfrtp_1
yosys_cells = 759
synth_seq_share_pct = 50.8
ys_types = 67
yosysWarnings = 6
netlist_instances = 759
top_area_cell = dfrtp_1
syn-mean-instance-area_um2 = 9.95
common_cells = dfrtp_1, nor2_1, nand3_1
synth_chip_area_um2 = 7550
synth_flops = 158
synthesis.area_um2 = 7550

[clock_tree]
cts-root-buf = clkbuf_16
clkTransAtPathRegs_ps = 70
holdBufCountCts = 0
htreeDepth = 4
clock-sinks = 158
clk_latency_ps = 420
tritoncts = built
cts_max_path_buffers = 2
cts_buffers = 17
cts_resized = 0
post_cts_buffers = 0

[pwr]
p_sw_uw = 684
power_uw = 2800
p_int_uw = 2120
p_clk_share_pct = 47.9
pwr-share-comb_pct = 2.5
p_leak_uw = 0.00353
seqPwrFrac_pct = 49.7
vdd_drop_max_v = 0.000251
swShare_pct = 24.4
pwr_density_cell_nw_per_um2 = 322

[placed_design]
io_buffers = 29
gp_congestion = 0.806
dp.final_hpwl_um = 9530
place_worst_setup_slack_ps = 1400

[setup_path]
r2r-end = uart_module.clk_counter[12]
cp_slowest_cell = clkdlybuf4s50_1
cp_common_cell = clkdlybuf4s50_1
arrival_ps = 2360
end_kind = primary output
crit_fanout = 4
cp_data_required_time_ps = 3760
rr_worst_depth = 4
r2r_start = uart_module.state[1]
slowest_delay_ps = 520
worstSetupPathType = input port to primary output
path_cells = clkdlybuf4s50_1 > or2b_1 > inv_1 > clkdlybuf4s50_1
rrSetupSlack_ps = 2330
critPathLaunchType = input port

[final_timing]
slew_viol_final = 0
setup_viol = 0
worst_slack_ps = 1400
hold_viol_final = 0
setup_tns_ps = 0
maxSlewHeadroom_pct = 44.3
fmax_mhz = 303
fin_crit_sh_pct = 70.2
worstMarginPinSlew_ps = 836
fin_skew_ps = 11.7
rsz0062_at_grt = false
whs_ps = 451
period_needed_ps = 3300

[finish]
nFillCells = 2420
drive_gt1_share_pct = 7.95
syn_to_final_growth_pct = 15.4
final_util_pct = 35.5

[detailed_routing]
drtIter0Drc = 295
drt-wirelength-per-cell_um = 12.7
wirelength_um = 14200
num_vias = 5224
drc = 0
post_drt_via_cell_ratio = 4.68
ant_nets = 0
n_antenna_cell = 0
drt_pass1_iterations = 4

[global_route]
grt_remaining_overflow = 0
grt_max_degree = 85
grt_pass1_vias = 4943
grtUsageTotal_pct = 11.8
antenna_found_initial = 0
grt_pass1_wl_um = 24500

[floorplanning]
core-area_um2 = 24500
rows = 57
die_h_um = 161
io-pin-count = 30
dieArea_um2 = 25800
fp-utilization_pct = 30.8
die_width_um = 161

[worst_hold_path]
holdCritPathClass = flop to flop
whs_endpoint = db_up.clear
holdCritStartpoint = db_up.state[1]
hold_path_depth = 1

[flow_run]
warnings = 39
max-cap-violations = 0

[run_status]
outcome = completed
## stage by stage
step | cells | cell area (µm²)
floorplan | 759 | 7550
global placement | 1084 | 8120
detailed placement | 1084 | 8120
CTS | 1116 | 8710
global route | 1116 | 8710
finish | 1116 | 8710
## how the worst max path moves through the flow
| stage | depth (start not counted) | endpoint | slack, ps | startpoint |
|---|---|---|---|---|
| finish | 4 | uart_data[4] | 1400 | ccw |
| CTS | 4 | uart_data[4] | 1390 | ccw |
| global route | 4 | uart_data[4] | 1350 | ccw |
## sequential cells by signal, summed over array words and instances, names as in the netlist, 2 cells and up
| name | flops |
|---|---|
| db_up.T1.clk_count | 32 |
| uart_module.last_data | 8 |
| display.clk_count | 2 |
| uart_module.clk_counter | 20 |
| display.clk_div | 16 |
| uart_module.state | 4 |
| display.an | 4 |
| display.speed | 2 |
| uart_module.data | 8 |
| display.seg | 7 |
| uart_module.bit_index | 4 |
| db_up.state | 2 |
| db_down.state | 2 |
| db_down.T1.clk_count | 32 |
| speed | 2 |
## power by group through the flow
stage / clock network [µW] / registers [µW] / logic [µW]
4_1_cts: 1390 / 1390 / 71.3
5_1_grt: 1450 / 1400 / 78.8
6_report: 1340 / 1390 / 68.9
## layout by cell type, fill, tap and decap left out, drive strengths merged, types with 3 or more instances in the layout
cell type / Yosys / layout
ha: 21 / 21
inv: 43 / 50
and2: 7 / 7
or3: 6 / 6
nor3b: 3 / 3
a21o: 3 / 3
and3: 11 / 11
clkdlybuf4s50: 0 / 29
o21ai: 30 / 30
nor4: 19 / 19
o22ai: 3 / 3
nand3b: 3 / 3
dfrtp: 109 / 109
a211oi: 5 / 5
a31oi: 5 / 5
nor4b: 6 / 6
or4: 3 / 3
nand2b: 15 / 15
xnor2: 39 / 39
edfxtp: 10 / 10
dfxtp: 35 / 35
nor2: 93 / 93
dfstp: 4 / 4
xor2: 33 / 33
mux2: 5 / 5
clkinv: 0 / 8
nand4: 28 / 28
a21oi: 27 / 27
nor3: 25 / 25
nand2: 38 / 38
and4: 8 / 8
clkbuf: 18 / 17
nor2b: 13 / 13
nand3: 49 / 49
or2: 4 / 4
## critical path: cells and delay by family
kind	cells	cell delay [ps]
buffers and inverters	3	1120
and+or+nand+nor	1	300
## per-layer routing
layer  global-route usage (%)  share of wire, %  vias to the layer above
li1                         -                 -                     2680
met1                     19.7                54                     2496
met2                     16.6                43                       43
met3                     2.37               2.5                        5
met4                     1.08              0.70                        0
met5                        0                 0                        -
## cell type report
type                       instances  area (µm²)  share of cell area, %
sequential                       158        3830                   44.0
multi-input combinational        529        3400                   39.1
clock buffer                      17         425                   4.88
tap                              324         405                   4.65
timing repair buffer              30         310                   3.56
clock inverter                    15         171                   1.97
inverter                          43         164                   1.88
## cells by family (layout without fill, tap and decap cells)
| group | count (synthesis) | in the layout | share of synthesized area [%] |
|---|---|---|---|
| flops | 158 | 158 | 50.8 |
| buf+inv | 72 | 105 | 4.16 |
| compound gates | 91 | 91 | 7.31 |
| fa+ha+maj | 21 | 21 | 3.48 |
| simple gates | 337 | 337 | 24.4 |
| mux | 8 | 8 | 1.51 |
| xor+xnor | 72 | 72 | 8.35 |
Power figures rest on the tool's default switching activity, not on a simulated workload.
